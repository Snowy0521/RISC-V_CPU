File: flow/run.sh
#!/bin/bash
# OpenROAD 26Q1-2900-gdf79404cd8, Yosys 0.63+post, stock flow scripts
make -C /OpenROAD-flow-scripts/flow DESIGN_CONFIG=/design/flow/config.mk WORK_HOME=/design/flow/orfs finish
File: flow/config.mk
export PLATFORM = sky130hd
export DESIGN_NAME = alu
export DESIGN_NICKNAME = alu
export VERILOG_FILES = /design/flow/design.v
export SDC_FILE = /design/flow/constraint.sdc
export NUM_CORES = 4
export LEC_CHECK = 1
export CORE_UTILIZATION = 40
File: flow/constraint.sdc
current_design alu

set clk_period 18.2
set clk_io_pct 0.2

create_clock -name clk0 -period $clk_period

set non_clock_inputs [all_inputs -no_clocks]
set_input_delay [expr $clk_period * $clk_io_pct] -clock clk0 $non_clock_inputs
set_output_delay [expr $clk_period * $clk_io_pct] -clock clk0 [all_outputs]
File: flow/design.v
module alu (
    input [31:0] a,
    input [31:0] b,
    input [3:0] alu_control,
    output reg [31:0] result,
    output zero
);
    assign zero = (result == 32'b0);
    parameter ALU_AND = 4'b0000;
    parameter ALU_OR  = 4'b0001;
    parameter ALU_ADD = 4'b0010;
    parameter ALU_SUB = 4'b0110;
    parameter ALU_SLT = 4'b0111;
    parameter ALU_NOR = 4'b1100;
    always_comb begin
        case (alu_control)
            ALU_AND: result = a & b;  
            ALU_OR:  result = a | b;  
            ALU_ADD: result = a + b;  
            ALU_SUB: result = a - b;  
            ALU_SLT: result = (a < b) ? 32'b1 : 32'b0;  
            ALU_NOR: result = ~(a | b);  
            default: result = 32'b0;  
        endcase
    end
endmodule
==> run notes <==
run results: outcome=complete, no violations, Final setup viols=0, Die Y=between 100 and 150 um, Crit Path Category=input pin to output port, Crit path buffers/inverters=3, Data required, critical path=between 10 and 15 ns, WP data arrival=roughly 8.6 ns, met2 WL=10.5 mm, cell family with most CP delay=simple AND/OR/NAND/NOR gates, Tot GR Track Use=30.1%, initial antenna violation count=0, Hold Crit Endpoint=result[13], cell type with the largest total area=ha_1, detailed placement HPWL=19.2 mm, Slowest-stage cell, CP=clkdlybuf4s50_1, final hold vios=0, max_slew headroom=39.3%, Clk pwr share=0%, Vias=approximately 7,500, first-pass GRT wire length=between 30 and 40 mm, register share after synthesis=0%, hold depth=4, CTS hold repair buffers=0, Sw Pwr=around 130 uW, vias in the first global route=about 6,600, layout cells sized above 1=under 10%, Antenna Cells=0, Area after DPL=0.00745 mm^2, CP endpoint kind=output port, top sig layer=met4, Iter 0 DRT Violations=around 620, met3 wire len=about 2.1 mm, Final Max-Slew Violation Tally=0, floorplan utilization=around two fifths, main area contributors=ha_1, a21oi_1, inv_1, post-DR vias/cell=approximately 6.2, synthesis area per yosys=approximately 0.0063 mm^2, fmax=between 80 and 90 MHz, CP max FO=21, GR Overflow Total=0, worst vdd ir=about 0.000015 V, CP max stage delay=1.02 ns, Die Width=128 um, routed wire length=24.6 mm, Max Cap Viol=0, Post-Synthesis Cells=940, Routed Antenna Nets=0, worst min path class=input pin to output port, most used cell, CP=or4_1, largest net degree at the start of global routing=32, TritonRoute pass-1 iters=5, count of tool warnings=a little over 100, Port Buffers=~100, pwr/cell area=just over 30 mW/mm^2, syn_area_per_cell=~6.7 um^2, clkbuf count=0, area of the die=0.0163 mm^2, P_leak=roughly 0.0032 uW, fin crit share=between 60 and 70%, Area Overhead vs Synth=17.7%, combinational power share=approximately 100%, Final min period=roughly 12 ns, area share, top type=between 15 and 20%, mapped cell area=between 0.006 and 0.007 mm^2, Ports=101, total core area=0.0153 mm^2, HP Start=alu_control[1], ys cells=940, post-CTS setup buffers=0, WL met1=~11 mm, row cnt=~45, post_cts resized=0, distinct cell type count after synthesis=around 96, RSZ-0062 raised after global routing=no, GPL Wtd Cong=between 1 and 1.5, startpoint types=input pin, measured slew at the worst slew-check pin=between 0.8 and 0.9 ns, Sw Share=58.7%, YS warnings=1, register area=0 um^2, drt wl/cell=slightly above 20 um, Flops=0, share of power burned in registers=0%, crit path cell chain=clkdlybuf4s50_1 > nor2_1 > nand2_1 > buf_4 > o31a_1 > nand3_1 > or4_1 > or4_1 > or4_1 > nor4b_2 > nor4b_2 > clkdlybuf4s50_1, Final TNS setup=0 ns, Final Util=between 40% and 50%, P_int=approximately 95 uW, DRC=0, post-layout instance area=approximately 0.0075 mm^2
final cells by class:
cell class | count | area (um^2)
Fill cell | 1640 | 7860
Multi-Input combinational cell | 788 | 5740
Timing Repair Buffer | 112 | 1090
Inverter | 96 | 360
Tap cell | 211 | 264
per-stage QoR:
| step | power [uW] | instances | setup slack (ns) | hold slack [ns] |
|---|---|---|---|---|
| final | 229 | 1207 | 5.95 | 8.58 |
| after global placement | 225 | 1207 | 6.05 | 8.59 |
| after floorplan | 143 | 940 | 7.88 | 7.58 |
| after CTS | 225 | 1207 | 6.03 | 8.60 |
| after global routing | 248 | 1207 | 5.80 | 8.63 |
| after detailed placement | 223 | 1207 | 6.04 | 8.59 |
worst min-delay path: stages:
cell             delay [ns]
clkdlybuf4s50_1        0.46
buf_4                  0.28
o22ai_1                0.14
clkdlybuf4s50_1        0.42
layer usage:
metal / global-route usage, % / vias to the layer above
met5: 0 / -
met4: 9.62 / 0
met3: 2.30 / 53
met2: 44.8 / 397
met1: 45.7 / 3438
li1: - / 3640
worst max-delay path by stage:
stage	start	endpoint	cells after the start	slack (ns)
6_report	alu_control[3]	zero	12	5.95
5_1_grt	alu_control[3]	zero	12	5.80
4_1_cts	alu_control[3]	zero	12	6.03
layout by cell type, fill, tap and decap left out, types with 11 or more instances in the layout:
master,count
nand4_1,12
o211ai_1,15
buf_4,11
o21ai_0,50
nor2b_1,13
clkdlybuf4s50_1,101
a221oi_1,18
inv_1,96
a21o_1,19
nor3_1,17
nand2b_1,17
nand3_1,15
nand2_1,62
a211oi_1,18
nor2_1,88
ha_1,101
a21oi_1,85
cell families after synthesis:
| logic type | Yosys count | synth area share (%) |
|---|---|---|
| buf+inv | 152 | 9.82 |
| simple gates | 309 | 26.3 |
| compound gates | 361 | 41.1 |
| mux | 7 | 1.15 |
| fa+ha+maj | 103 | 20.6 |
| xor+xnor | 8 | 1.11 |
cells in the mapped netlist, drive strengths merged (9+ instances only):
library cell,instances
o21a,9
inv,96
nand3,15
nand2b,17
ha,101
o21ai,57
a21oi,87
buf,23
a21o,19
or4,10
nor3,17
nand4,12
nor4,14
a221o,9
nor2,89
a221oi,19
nand2,63
o211ai,15
a211oi,20
o21bai,10
and2,10
nor2b,13
o31ai,9
clkbuf,33
power by group through the flow:
stage / Clock (uW) / Combinational, uW / Sequential (uW)
after CTS: 0 / 225 / 0
after global routing: 0 / 248 / 0
final: 0 / 229 / 0
Power figures rest on the tool's default switching activity, not on a simulated workload.
