`./config.mk`:
```
export PLATFORM = sky130hd
export DESIGN_NAME = register_file
export DESIGN_NICKNAME = register_file
export VERILOG_FILES = /design/flow/design.v
export SDC_FILE = /design/flow/constraint.sdc
export NUM_CORES = 4
export LEC_CHECK = 1
export CORE_UTILIZATION = 50
```
`./constraint.sdc`:
```
current_design register_file

set clk_period 7.4
set clk_io_pct 0.2

create_clock -name clk0 -period $clk_period [get_ports {clk}]

set non_clock_inputs [all_inputs -no_clocks]
set_input_delay [expr $clk_period * $clk_io_pct] -clock clk0 $non_clock_inputs
set_output_delay [expr $clk_period * $clk_io_pct] -clock clk0 [all_outputs]
```
`./design.v`:
```
module register_file(
    input clk,  
    input we,   
    input [4:0] raddr1,  
    input [4:0] raddr2,  
    input [4:0] waddr,   
    input [31:0] wdata,  
    output [31:0] rdata1,  
    output [31:0] rdata2   
);
    reg [31:0] registers [0:31];  
    assign rdata1 = (raddr1 == 0) ? 32'b0 : registers[raddr1];
    assign rdata2 = (raddr2 == 0) ? 32'b0 : registers[raddr2];
    always_ff @(posedge clk) begin 
        if (we && waddr != 0) begin 
            registers[waddr] <= wdata;  
        end
    end 
    integer i;
    initial begin
        for (i = 0; i < 32; i = i + 1) begin
            registers[i] = 32'b0;  
        end
        registers[2] = 32'h8000;  
    end
endmodule 
```
`./run.sh`:
```
#!/bin/bash
# OpenROAD 26Q1-2900-gdf79404cd8, Yosys 0.63+post, stock flow scripts
make -C /OpenROAD-flow-scripts/flow DESIGN_CONFIG=/design/flow/config.mk WORK_HOME=/design/flow/orfs finish
```
==> job_summary.md <==
### Metrics collected by this job

| Metric | Value |
|---|---|
| DR pass1 iterations | `5` |
| YS chip area | `47900 um^2` |
| DR iter-0 viols | `1753` |
| Switching power | `2.91 mW` |
| Routability Congestion | `0.902` |
| Area share, top type | `64.2%` |
| Mapped Area | `47900 um^2` |
| Top cells excl fill/tap | `edfxtp_1, mux2i_1, mux4_2` |
| Hold Slack | `1.62 ns` |
| Yosys reg bits | `1024` |
| Sequential cell area fraction in the yosys report | `64.2%` |
| Critical path's slowest cell | `a211oi_1` |
| Starting Density | `50.4%` |
| CP dominant cell by count | `buf_4` |
| Crit Path Class | `in -> out` |
| Total gr overflow | `0` |
| Tightest Hold Check Type | `in -> reg` |
| Routed WL | `150000 um` |
| TritonCTS Buffers | `109` |
| Unique cell type count in the Yosys netlist | `39` |
| Max Slew Vio Count | `0` |
| Fmax | `0.161 GHz` |
| CP Data Arrival Time | `4.75 ns` |
| Crit end category | `output port` |
| All-Layer GR Usage | `35.3%` |
| CP startpoint kind | `primary input` |
| Max cap viols | `0` |
| Sequential power share | `49.7%` |
| DR WL/cell | `36.9 um` |
| CTS Sinks | `1024` |
| Synth top area cells | `edfxtp_1, mux4_2, mux2i_1` |
| Status | `complete, no violations` |
| Yosys Instances | `2564` |
| Static leakage | `17.7 nW` |
| Detail Placement HPWL | `86600 um` |
| Worst EP required | `5.92 ns` |
| Vias in the first global route | `31500` |
| Fin. Hold Viols | `0` |
| Worst IR Drop VDD | `0.000166 V` |
| First-pass GRT wire length | `215000 um` |
| Final setup fails | `0` |
| Mean Syn Cell Area | `18.7 um^2` |
| Diodes inserted | `0` |
| Critical path's largest stage delay | `0.73 ns` |
| CORE AREA | `95000 um^2` |
| Clk slew on worst S/H paths | `0.06 ns` |
| Post-Syn Instances | `2564` |
| Worst path cell trace | `buf_6 -> buf_4 -> buf_4 -> mux4_2 -> a21oi_1 -> a211oi_1 -> clkdlybuf4s50_1` |
| PortBufs | `112` |
| Setup crit start | `raddr2[1]` |
| Synth area leader | `edfxtp_1` |
| DR vias/cell | `6.85` |
| Layout cell share with drive strength beyond 1 | `26.5%` |
| CTS Buffer Depth | `3` |
| Log Warnings | `26` |
| Crit path max fanout | `40` |
| Sw Ratio | `22.3%` |
| Cell Pwr Density | `240 nW/um^2` |
| Hold buffer count at CTS | `0` |
| Cell area after placement | `50900 um^2` |
| Die Size | `97100 um^2` |
| CTS H-tree lvls | `3` |
| Setup bufs post-CTS | `0` |
| Tot Pwr | `13.1 mW` |
| Hold path start | `wdata[6]` |
| Clock power share | `41.4%` |
| Internal | `10.2 mW` |
| Site Rows | `113` |
| Post_cts resized | `0` |
| Slew margin rel. | `31.7%` |
| Root Buffer | `clkbuf_16` |
| Fin area | `54500 um^2` |
| Min Tclk post-route | `6.23 ns` |
| Antenna viol nets, final | `0` |
| Setup WS post-layout | `1.17 ns` |
| Most flops, register | `registers` |
| FILL cells | `6924` |
| Die width | `312 um` |
| RSZ-0062 raised after global routing | `no` |
| Io pins | `113` |
| Largest register FFs | `1024` |
| TritonCTS clock tree | `yes` |
| Pre-CTS setup slack | `1.28 ns` |
| Via count | `28000` |
| Cycle use final | `84.1%` |
| Biggest regs | `registers (1024)` |
| Gate power share | `8.9%` |
| Yosys warning count | `1` |
| # DRC | `0` |
| TNS Setup | `0 ns` |
| Initial antenna violation count | `3` |
| Most frequent logic cell in the layout | `edfxtp_1` |
| Largest net degree at the start of global routing | `96` |
| Area delta synth->final | `13.7%` |
| Tightest Pin Transition | `1.02 ns` |
| Height of the chip | `312 um` |
## cell type report
| type | count | area [um^2] | area share (%) |
|---|---|---|---|
| well taps | 1265 | 1580 | 2.91 |
| clock inverters | 66 | 632 | 1.16 |
| multi-input cells | 1354 | 16400 | 30.1 |
| clock buffers | 133 | 2900 | 5.33 |
| flip-flops and latches | 1024 | 30700 | 56.5 |
| repair buffers | 237 | 2180 | 4.00 |
| inverters | 2 | 8.76 | 0.0161 |
## per-layer routing
metal,GRT usage [%],share of wire (%),vias up,routed length (um)
met1,42.1,30,13900,45200
li1,-,-,11400,-
met5,5.34,0.42,-,630
met3,29.9,20,368,30000
met4,9.71,3.7,26,5590
met2,49.1,46,2308,68900
## cells by family (layout without fill, tap and decap cells)
kind of cell | count (synthesis) | in the layout | synth area share (%)
flops | 1024 | 1024 | 64.2
other cells | 1 | 32 | 0.00783
buf+inv | 217 | 438 | 2.44
mux | 736 | 736 | 25.0
compound gates | 374 | 374 | 6.15
simple gates | 212 | 212 | 2.18
## power by group through the flow
stage                 sequential [mW]  clock, mW  combinational [mW]
after CTS                        6.51       5.49                1.16
after global routing             6.51       5.70                1.23
final                            6.51       5.42                1.17
## cells in the mapped netlist, drive strengths merged
cell type  instances
o2111ai           10
mux4             352
conb               1
mux2i            320
or4                1
nand2             85
nand3b             6
and3               1
nand2b             1
nand3              2
nor2              37
and2               2
a22oi             64
mux2              64
o221ai            64
a21oi             32
clkbuf           100
edfxtp          1024
or2                1
or3b               5
a311oi            32
inv                2
o21ai             54
nand4             32
or3                2
a221oi            54
a211oi            64
nor2b             37
buf              115
## final timing paths
check	slack [ns]	endpoint	cells past startpoint
hold / removal	1.62	registers[0][6]$_DFFE_PP_	2
setup / recovery	1.17	rdata2[14]	7
## per-stage QoR
| stage | cells | util, % |
|---|---|---|
| 3_5_place_dp | 3882 | 53.6 |
| 5_1_grt | 4081 | 57.3 |
| 6_report | 4081 | 57.3 |
| 4_1_cts | 4081 | 57.3 |
| 2_1_floorplan | 2595 | - |
| 3_3_place_gp | 3882 | 53.6 |
## worst max-delay path: cells and delay by family
family	cells	cell delay [ns]
buf+inv	4	2.11
compound gates	2	0.81
mux	1	0.31
No activity file was given, so power comes from the tool's default toggle rates.
