$ cat ./config.mk
export PLATFORM = sky130hd
export DESIGN_NAME = register_file_pipelined
export DESIGN_NICKNAME = register_file_pipelined
export VERILOG_FILES = /design/flow/design.v
export SDC_FILE = /design/flow/constraint.sdc
export NUM_CORES = 4
export LEC_CHECK = 1
export CORE_UTILIZATION = 50
$ cat ./constraint.sdc
current_design register_file_pipelined

set clk_period 10.2
set clk_io_pct 0.2

create_clock -name clk0 -period $clk_period [get_ports {clk}]

set non_clock_inputs [all_inputs -no_clocks]
set_input_delay [expr $clk_period * $clk_io_pct] -clock clk0 $non_clock_inputs
set_output_delay [expr $clk_period * $clk_io_pct] -clock clk0 [all_outputs]
$ cat ./run.sh
#!/bin/bash
# OpenROAD 26Q1-2900-gdf79404cd8, Yosys 0.63+post, stock flow scripts
make -C /OpenROAD-flow-scripts/flow DESIGN_CONFIG=/design/flow/config.mk WORK_HOME=/design/flow/orfs finish
$ cat ./design.v
module register_file_pipelined(
    input clk,  
    input we,   
    input [4:0] raddr1,  
    input [4:0] raddr2,  
    input [4:0] waddr,   
    input [31:0] wdata,  
    output [31:0] rdata1,  
    output [31:0] rdata2   
);
    reg [31:0] registers [0:31];  
    assign rdata1 = (raddr1 == 0) ? 32'b0 :
                    (we && waddr == raddr1 && waddr != 0) ? wdata :
                    registers[raddr1];
    assign rdata2 = (raddr2 == 0) ? 32'b0 :
                    (we && waddr == raddr2 && waddr != 0) ? wdata :
                    registers[raddr2];
    always_ff @(posedge clk) begin 
        if (we && waddr != 0) begin 
            registers[waddr] <= wdata;  
        end
    end 
    integer i;
    initial begin
        for (i = 0; i < 32; i = i + 1) begin
            registers[i] = 32'b0;  
        end
        registers[2] = 32'h8000;  
    end
endmodule 
==> results.cfg <==
; physical design summary
[clocking]
cts_tree = done
cts-buffers-inserted = 110
clk_pin_slew_ps = 60
ctsResizeCount = 0
root_buffer = clkbuf_16
ctsLongestPathBuffers = 3
clkSinkCount = 1024
hold_buffers = 0
cts_setup_buffers = 0
htree_levels = 3

[setup_path]
crit_required_ps = 8160
arrival_ps = 5670
startpoint_type = input port
end_kind = primary output
path_max_fanout = 37
critPathKind = in2out

[floorplan]
io_pins = 113
die_h_um = 314.1
die_w_um = 314.1
core_um2 = 96570
rows = 114
fp-utilization = 0.5044
die_area_um2 = 98670

[place]
hpwl_um = 84210
portBuffers = 112
place_ws_ps = 2500
place_congestion = 0.8917

[layout]
drive_gt1_frac = 0.1638
syn_to_final_growth_pct = 12.88
largest_register_ffs = 1024
top_register = registers
largest_registers = registers: 1024 flops
utilization = 0.5694

[detailed_routing]
drc = 0
first_pass_iters = 5
viasPerCell = 6.622
insertedDiodeCount = 0
drt_iter0_markers = 2077
wl_per_cell_um = 32.56
detail-route-antenna-nets = 0
wl_um = 146700
num_vias = 29840

[final_timing]
finalSetupViolCount = 0
rsz0062_at_grt = false
final_max_slew_viol_count = 0
min_period_ps = 7714
hold_viol = 0
tightestPinTransition_ps = 1148
layout_worst_path_cycle_share = 0.7563
clock.fmax_mhz = 129.6
fin_tns_setup_ps = 0
relSlewSlack = 0.2277
timing.final.ws_setup_ps = 2486

[pwr]
switchingPower_w = 0.002178
p_leak_nw = 19.12
power_density_nw_per_um2 = 171.4
irDropWorstVdd_uv = 145.4
clkPwrFrac = 0.404
combPwrFrac = 0.096
p_sw_frac = 0.2311
seqPwrFrac = 0.501
p_int_w = 0.007246

[yosys]
yosys-top-cells-area = edfxtp_1, mux2i_1, mux4_2
ys.flop_type = edfxtp_1
syn-mean-instance-area_um2 = 16.13
yosysSeqAreaShare = 0.6313
yosys-stat-cells = 3020
synthesis.area_um2 = 48710
synth_flops = 1024
yosysTopAreaCell = edfxtp_1
yosysChipArea_um2 = 48710
ys_async_sr_fraction = 0
synth_warnings = 1
synthCells = 3020
ys_top_cells_by_count = edfxtp_1, mux2i_1, mux4_2
yosysMostFrequentCell = edfxtp_1
synth_cell_type_count = 46
enable_flop_cells = 1024
synth_top_area_share = 0.6313

[job]
warning_count = 26
maxCapViolations = 0

[run_status]
status = finished clean

[hold_path]
hold_path.class = in2reg

[global_route]
grt_overflow = 0
grt_pass1_wl_um = 213000
gr-usage-all-layers = 0.3345
grt_pass1_vias = 32490
grt_max_degree = 84
grt_antenna_before_repair = 1
==> cells by family (layout without fill, tap and decap cells) <==
| logic type | Yosys count | count (layout) | share of synthesized area |
|---|---|---|---|
| other | 1 | 32 | 0.00007699 |
| AOI/OAI and AO/OA | 539 | 539 | 0.07760 |
| muxes | 892 | 892 | 0.2345 |
| xor gates and xnor gates | 10 | 10 | 0.001798 |
| buffers and inverters | 257 | 436 | 0.02556 |
| DFF | 1024 | 1024 | 0.6313 |
| and+or+nand+nor | 297 | 297 | 0.02921 |
==> power by group through the flow <==
| stage | clock (W) | combinational (W) | sequential (W) |
|---|---|---|---|
| final | 0.00380 | 0.000901 | 0.00472 |
| after CTS | 0.00386 | 0.000895 | 0.00472 |
| after global routing | 0.00402 | 0.000957 | 0.00472 |
==> placed cells by master (no fill, tap or decap), types with 4 or more instances in the layout <==
cell type,count
edfxtp_1,1024
mux2i_1,692
mux4_2,199
a22oi_1,189
buf_4,124
clkbuf_16,112
clkdlybuf4s50_1,102
nand2_1,100
nand3_1,98
a21oi_1,95
o21ai_0,63
a221oi_1,62
a31oi_1,62
clkbuf_1,35
nor2_4,33
conb_1,32
o221a_1,31
o211ai_1,31
and3_1,31
clkinv_1,26
clkinv_2,11
bufinv_16,7
xnor2_1,6
nor2b_4,5
xor2_1,4
buf_8,4
buf_2,4
==> per-stage QoR <==
stage | hold slack [ps] | cells | total power [W] | area, µm²
floorplan | 2139 | 3051 | 0.005297 | 48820
global placement | 2877 | 4308 | 0.005685 | 51580
detailed placement | 2888 | 4308 | 0.005695 | 51580
CTS | 2152 | 4506 | 0.009470 | 54980
global route | 2180 | 4506 | 0.009702 | 54980
finish | 2185 | 4506 | 0.009424 | 54980
==> critical path, stage by stage <==
cell             delay, ps
clkdlybuf4s50_1        600
or2_1                  620
o41ai_2                150
or4_4                  770
buf_4                  420
nand3_1                170
o221a_1                340
clkdlybuf4s50_1        530
==> per-layer routing <==
metal / part of all wire / GRT usage
met2: 0.45 / 0.4629
met4: 0.033 / 0.08525
met3: 0.18 / 0.2544
met1: 0.33 / 0.4352
met5: 0.0032 / 0.03723
==> path summary, 6_finish.rpt <==
| kind | from | endpoint | slack, ps | cells after the start |
|---|---|---|---|---|
| worst max-delay path | waddr[1] | rdata2[8] | 2490 | 8 |
| worst min-delay path | wdata[2] | registers[8][2] | 2190 | 2 |
==> area by class of cell <==
type | instances | area, µm²
clock inverters | 51 | 465.4
well taps | 1276 | 1597
clock buffers | 147 | 2934
repair buffers | 237 | 2092
multi-input cells | 1770 | 17140
flip-flops and latches | 1024 | 30750
fillers | 7134 | 41580
inverters | 1 | 3.754
Power is estimated from default activity; no workload was simulated.
